File: design.v
`timescale 1ns / 1ps
module anode_ctrl(
input [1:0] dp,
output reg [3:0] anode
    );
always @(dp)
begin
	case(dp)
		0 : anode = 4'b1110;
		1 : anode = 4'b1101;
		2 : anode = 4'b1011;
		3 : anode = 4'b0111;
	endcase
end
endmodule
`timescale 1ns / 1ps
module clk_divider(
input clk_50mhz,
output reg clk_4ms=0
);
localparam count = 99999;   
integer clk_counter = 0;
always @(posedge clk_50mhz)
begin
	if(clk_counter == count)
	begin
		clk_counter <= 0;
		clk_4ms <= ~clk_4ms;
	end
	else
	begin
		clk_counter <= clk_counter + 1;
		clk_4ms <= clk_4ms;   
	end
end
endmodule
`timescale 1ns / 1ps
module display_ptr(
input clk,
output reg [1:0] dp=0
    );
always @(posedge clk) dp <= dp + 1;
endmodule
`timescale 1ns / 1ps
module full_adder(
input a,b,ci,
output sum,
output co
);
	wire p,q,r;
	half_adder ha1(.a(a),
						.b(b),
						.sum(p),
						.co(q)
						);
	half_adder ha2(.a(p),
						.b(ci),
						.sum(sum),
						.co(r)
						);
	assign co = q|r;
endmodule
`timescale 1ns / 1ps
module half_adder(
input a,b,
output sum, 
output co
);
	assign sum = a^b;
	assign co = a&b;
endmodule
`timescale 1ns / 1ps
module hex2_7seg(
input [3:0] hex_digit,
output reg [6:0] sseg
);
always@(*) begin
	case(hex_digit)
		   0: sseg=7'b0000001;
		   1: sseg=7'b1001111;
		   2: sseg=7'b0010010;
		   3: sseg=7'b0000110;
		   4: sseg=7'b1001100;
		   5: sseg=7'b0100100;
		   6: sseg=7'b0100000;
		   7: sseg=7'b0001111;
		   8: sseg=7'b0000000;
		   9: sseg=7'b0001100;
		4'ha: sseg=7'b0001000;
		4'hb: sseg=7'b1100000;
		4'hc: sseg=7'b0110001;
		4'hd: sseg=7'b1000010;
		4'he: sseg=7'b0110000;
		4'hf: sseg=7'b0111000;
		default:sseg=7'b1111111;
	endcase
end
endmodule
`timescale 1ns / 1ps
module ripple_adder_4b(
    input [3:0] a,
    input [3:0] b,
    output [3:0] sum,
    output carry_out
    );
wire c0,c1,c2;
full_adder fa0(
	.a(a[0]),
	.b(b[0]),
	.ci(0),
	.sum(sum[0]),
	.co(c0));
full_adder fa1(
	.a(a[1]),
	.b(b[1]),
	.ci(c0),
	.sum(sum[1]),
	.co(c1));
full_adder fa2(
	.a(a[2]),
	.b(b[2]),
	.ci(c1),
	.sum(sum[2]),
	.co(c2));
full_adder fa3(
	.a(a[3]),
	.b(b[3]),
	.ci(c2),
	.sum(sum[3]),
	.co(carry_out));
endmodule
 `timescale 1ns / 1ps
module sseg_ctrl(
input [1:0] dp,
input [6:0] d0,
input [6:0] d1,
input [6:0] d2,
input [6:0] d3,
output reg [6:0] sseg
    );
always @(dp)
begin
	case(dp)
		0 : sseg = d0;
		1 : sseg = d1;
		2 : sseg = d2;
		3 : sseg = d3;
	endcase
end
endmodule
`timescale 1ns / 1ps
module top(
input clk_50mhz,
input [3:0] a,
input [3:0] b,
output [6:0] sseg,
output [3:0] anode
    );
wire co;
wire [3:0] sum;
ripple_adder_4b ura(
.a(a),
.b(b),
.sum(sum),
.carry_out(co)
);
wire [6:0] d0, d1, d2, d3;
hex2_7seg uh0(
.hex_digit(a),
.sseg(d0)
);
hex2_7seg uh1(
.hex_digit(b),
.sseg(d1)
);
hex2_7seg uh2(
.hex_digit(sum),
.sseg(d2)
);
hex2_7seg uh3(
.hex_digit({3'b000,co}),
.sseg(d3)
);
wire clk_4ms;
clk_divider uclk(
.clk_50mhz(clk_50mhz),
.clk_4ms(clk_4ms)
);
wire [1:0] dp;
display_ptr udp(
.clk(clk_4ms),
.dp(dp)
    );
sseg_ctrl ussc(
.dp(dp),
.d0(d0),
.d1(d1),
.d2(d2),
.d3(d3),
.sseg(sseg)
    );
anode_ctrl uac(
.dp(dp),
.anode(anode)
    );
endmodule
File: run.sh
#!/bin/bash
# OpenROAD 26Q1-2900-gdf79404cd8, Yosys 0.63+post, stock flow scripts
make -C /OpenROAD-flow-scripts/flow DESIGN_CONFIG=/design/flow/config.mk WORK_HOME=/design/flow/orfs finish
File: config.mk
export PLATFORM = sky130hd
export DESIGN_NAME = top
export DESIGN_NICKNAME = top
export VERILOG_FILES = /design/flow/design.v
export SDC_FILE = /design/flow/constraint.sdc
export NUM_CORES = 4
export LEC_CHECK = 1
export CORE_UTILIZATION = 50
File: constraint.sdc
current_design top

set clk_period 7.0
set clk_io_pct 0.2

create_clock -name clk0 -period $clk_period [get_ports {clk_50mhz}]

set non_clock_inputs [all_inputs -no_clocks]
set_input_delay [expr $clk_period * $clk_io_pct] -clock clk0 $non_clock_inputs
set_output_delay [expr $clk_period * $clk_io_pct] -clock clk0 [all_outputs]
==> results_dict.tcl <==
# implementation run metrics
set metrics [dict create \
    skew_ps 2.495 \
    synth.most_common_cell "dfxtp_1" \
    ctsResizeCount 0 \
    cts_made_buffers 5 \
    ys_chip_area_um2 2524 \
    period_used_pct 92.88 \
    die_h_um 73.05 \
    num-fill-cells 439 \
    required_ps 5600 \
    compound_area_share_pct 12.64 \
    peakVddDrop_mv 0.1372 \
    first_global_vias 1817 \
    unclocked_pins 2 \
    crit_top_cell "fa_1" \
    syn_to_final_growth_pct 11.75 \
    crit_fanout 13 \
    setup_viol 0 \
    yosysWarnings 6 \
    slowest_stage "fa_1" \
    crit_chain "clkdlybuf4s50_1, ha_1, inv_1, fa_1, fa_1, fa_1, nand2b_1, or4b_1, a32oi_1, clkdlybuf4s50_1" \
    cts_buffer_depth 2 \
    dieArea_um2 5336 \
    rsz0062_at_grt "false" \
    grt_pass1_wl_um 8162 \
    grt_max_degree 17 \
    design.core.area_um2 4786 \
    ioPinCount 20 \
    run_status "finished, final reports clean" \
    slew-limit-headroom_pct 51.76 \
    drtIter0Drc 98 \
    simple_gate_area_share_pct 26.08 \
    synth_top_cell_by_area "dfxtp_1" \
    cts_hold_buf 0 \
    wl_per_cell_um 12.92 \
    overflow 0 \
    synth-edff-count 1 \
    gp_congestion 0.8431 \
    ant_nets 0 \
    worstHoldPathType "register to register" \
    crit_family "adder cells" \
    synth_cell_types 52 \
    die_x_um 73.05 \
    route.vias.total 2007 \
    fin_area_um2 2820 \
    top_area_share_pct 26.97 \
    htree_num_levels 2 \
    top_logic_kind "simple AND/OR/NAND/NOR gates" \
    mux_area_share_pct 3.619 \
    worst_pin_slew_ps 717.6 \
    critPathLaunchType "input pin" \
    slew_viol_final 0 \
    synth-async-reset-ratio_pct 0 \
    post-cts-setup-buffers 0 \
    critPathKind "input pin to output pin" \
    power_density_nw_per_um2 141.0 \
    yosysCellCount 291 \
    cp.arrival_ps 5100 \
    synth_top_flop_cell "dfxtp_1" \
    setup_tns_ps 0 \
    track_usage_pct 19.93 \
    synthCells 291 \
    ys_top_cells_by_count "dfxtp_1 (34), inv_1 (23), ha_1 (21), nand2_1 (20), xnor2_1 (16)" \
    clock.fmax_mhz 153.8 \
    syn_area_per_cell_um2 8.672 \
    initCoreUtil_pct 52.73 \
    cts_tree "yes" \
    hold_viol_final 0 \
    synth_seq_share_pct 28.16 \
    drc 0 \
    synth_flops 35 \
    dpl.hpwl_um 3637 \
    p_leak_nw 1.152 \
    rows 25 \
    vias_per_cell 5.410 \
    min_period_ps 6502 \
    path_buffers 3 \
    synthAdderAreaFrac_pct 12.79 \
    root_buffer "clkbuf_8" \
    placed_area_um2 2734 \
    end_kind "output pin" \
    port_buffers 19 \
    syn_area_um2 2524 \
    antenna_cells 0 \
    max_stage_delay_ps 750 \
    antenna_found_initial 0 \
    clock_latency_ps 280 \
    drv_cap 0 \
    final_layout_size_suffix_gt1_share_pct 7.566 \
    untimed_endpoints 6 \
    ys_sh_xor_pct 10.76 \
    tool_warnings 42 \
    first_pass_iters 4 \
    wirelength_um 4792 \
    clk_pin_slew_worst_paths_ps 60 \
    ys_top_cells_by_area "dfxtp_1 (27%), ha_1 (10%), xnor2_1 (5.6%), xor2_1 (5.2%), nor4_2 (3.5%)" \
]
-- logic make-up (layout without fill, tap and decap cells) --
family                     after synthesis  after routing
and+or+nand+nor                        108            108
AOI/OAI and AO/OA                       48             48
buffers and inverters                   36             49
DFF                                     35             35
xor gates and xnor gates                31             31
adders and majority gates               24             24
muxes                                    9              9
-- report_power, final --
group | internal, mW | leakage, nW | total, mW | switching (mW)
clock network | 0.0779 | 0.0443 | 0.141 | 0.0633
logic | 0.0295 | 0.822 | 0.0679 | 0.0384
registers | 0.189 | 0.285 | 0.189 | 0
total | 0.296 | 1.15 | 0.398 | 0.102
-- routing by layer --
layer / up-vias / track usage (%) / wire [um]
li1: 1064 / - / -
met4: 0 / 2.397 / 64
met2: 23 / 35.29 / 2355
met3: 5 / 2.801 / 116
met5: - / 0 / 0
met1: 915 / 27.04 / 2254
-- final cells by class --
class                   count  area, um2  share of cell area [%]
clock buffers               7      86.33                   3.061
inverters                  23      86.33                   3.061
multi-input cells         220       1663                   58.96
flip-flops and latches     35      710.7                   25.20
well taps                  67      83.83                   2.972
repair buffers             19      190.2                   6.744
-- placed cells by master, fill, tap and decap left out, types with 2 or more instances in the layout --
| cell type | instances |
|---|---|
| inv_1 | 23 |
| o221a_2 | 2 |
| xnor2_1 | 16 |
| ha_1 | 21 |
| nor3_1 | 8 |
| dfxtp_1 | 34 |
| and3_1 | 5 |
| a32oi_1 | 4 |
| nand2_1 | 20 |
| fa_1 | 3 |
| o2bb2ai_1 | 2 |
| nor2b_1 | 3 |
| or3_1 | 3 |
| nand4_2 | 2 |
| nor4_1 | 7 |
| nand4_1 | 6 |
| nand3_1 | 14 |
| and4_1 | 4 |
| a31oi_1 | 3 |
| a21boi_0 | 2 |
| xor2_1 | 15 |
| nor4_2 | 7 |
| a21oi_1 | 9 |
| clkdlybuf4s50_1 | 19 |
| or2_1 | 2 |
| mux2i_1 | 8 |
| o21ai_0 | 14 |
| clkbuf_8 | 6 |
| o211ai_1 | 4 |
| nor2_1 | 15 |
| nand2b_1 | 3 |
-- worst register-to-register path, cell delays in order, from the launching register on --
cell and delay [ps]:
dfxtp_1 370, ha_1 240, nand4_1 430, or3_1 530, or2_1 250, xnor2_1 120
-- registers in the layout (all words and copies together) (netlist names) --
register / count
uclk.clk_counter: 32
uclk.clk_4ms: 1
udp.dp: 2
-- metrics by stage --
stage               util (%)  std cells  hold WS (ps)  setup slack [ps]  total power, mW
finish                 58.93        371         463.0             498.1           0.3976
floorplan                  -        291         429.7              2018           0.2436
global placement       57.12        364         443.4             554.9           0.2601
detailed placement     57.12        364         455.5             500.4           0.2604
CTS                    58.93        371         467.8             493.7           0.4027
global route           58.93        371         493.6             233.5           0.4188
-- path summary, 6_finish.rpt --
kind,depth (start not counted),slack [ps],startpoint,endpoint
worst max-delay path,10,500,a[0],sseg[6]
worst min-delay path,1,460,uclk.clk_counter[0],uclk.clk_counter[0]
worst max register to register,5,4950,uclk.clk_counter[0],uclk.clk_counter[12]
worst min register to register,1,460,uclk.clk_counter[0],uclk.clk_counter[0]
No activity file was given, so power comes from the tool's default toggle rates.
